==> ./design.v <==
module DDA_algorithm(clk, WR, LS, N, Nx, Pulse, Dir, Flag_T,Flag_full,D,clk1);
	input  clk, WR, LS;
	input [7:0] N, Nx;
	output Pulse, Dir;
	reg Dir;
	reg pinout;
	output reg [7:0] D = 0;
	output reg Flag_T = 0;
	output reg Flag_full = 0;
	output reg clk1 = 0;
	reg [7:0] counter_clk1 = 0;
	reg [3:0] count_T = 0;
	reg [7:0] acc = 10;
	reg [2:0] N_buff = 0;
	reg [7:0] buff_1,buff_2,buff_3,buff_4 = 0;
	reg pre_WR = 0;
	reg pre_LS = 0;
	reg pre_Flag_T = 0;
	always@(posedge clk) begin
		pre_WR<=WR;
		pre_LS <= LS;
		pre_Flag_T <= Flag_T;
		if (counter_clk1 <= 49)
			counter_clk1 = counter_clk1 +1;
		else begin
			clk1 = ~clk1;
			counter_clk1 = 0;
		end
		if ({pre_LS, LS} == 2'b01) begin
			N_buff = 0;
			buff_1 = 0;
			buff_2 = 0;
			buff_3 = 0;
			buff_4 = 0;
			D = 0;
		end
		if ({pre_WR,WR} == 2'b01 && LS ==0) begin
			if (N_buff < 4)	begin
				N_buff  = N_buff +1;
				case(N_buff)
					1: buff_1 = Nx;
					2: buff_2 = Nx;
					3: buff_3 = Nx;
					4: buff_4 = Nx;
				endcase
			end
			else begin
				N_buff = 4;
			end
		end
		if (N_buff < 4) Flag_full = 0;
				else Flag_full = 1;
		if (pre_Flag_T != Flag_T) begin
		    if (N_buff !=0) begin
				N_buff  = N_buff - 1;
				D = buff_1;
				buff_1 = buff_2;
				buff_2 = buff_3;
				buff_3 = buff_4;
				buff_4 = 0;
				Dir = D[7];
			end	
		else D=0;
	    end
	end
	always@(posedge clk1)
		begin
			count_T = count_T +1;
			if (count_T == 10) begin
				count_T  = 0;
				Flag_T = ~Flag_T;	
			end
			acc = acc + D[6:0];
			if (acc > N) begin
				acc = acc - N;
				pinout = 1;
			end 
			else begin
			pinout = 0;
			end
		end
assign Pulse = ~clk1 & pinout;
endmodule
==> ./run.sh <==
#!/bin/bash
# OpenROAD 26Q1-2900-gdf79404cd8, Yosys 0.63+post, stock flow scripts
make -C /OpenROAD-flow-scripts/flow DESIGN_CONFIG=/design/flow/config.mk WORK_HOME=/design/flow/orfs finish
==> ./config.mk <==
export PLATFORM = sky130hd
export DESIGN_NAME = DDA_algorithm
export DESIGN_NICKNAME = DDA_algorithm
export VERILOG_FILES = /design/flow/design.v
export SDC_FILE = /design/flow/constraint.sdc
export NUM_CORES = 4
export LEC_CHECK = 1
export CORE_UTILIZATION = 50
==> ./constraint.sdc <==
current_design DDA_algorithm

set clk_period 6.3
set clk_io_pct 0.2

create_clock -name clk0 -period $clk_period [get_ports {clk}]

set non_clock_inputs [all_inputs -no_clocks]
set_input_delay [expr $clk_period * $clk_io_pct] -clock clk0 $non_clock_inputs
set_output_delay [expr $clk_period * $clk_io_pct] -clock clk0 [all_outputs]
==> impl_metrics.ini <==
; physical design summary
[synth]
yosysCellCount = 372
post_synth_tally_of_flip_flops_with_integrated_enable = 11
async_flop_share_pct = 0
synth.lib_cells_used.distinct = 47
postSynthCellCount = 372
synth_seq_share_pct = 41.95
synth-main-ff-cell = sky130_fd_sc_hd__dfxtp_1
yosys.stat.chipArea_um2 = 3651
synth_area_per_cell_um2 = 9.815
ys.warnings.count = 1
syn_area_um2 = 3651
ys_seq_elements = 71

[die]
die_x_um = 87.45
dieHeight_um = 87.45
core_region_area_um2 = 6907
floorplan.io_pins = 32
starting_density_pct = 52.86
fp.dieArea_um2 = 7648
rows = 30

[setup_path]
timing.reg2reg.setup_slack_ns = 3.55
largest_stage_delay_on_the_critical_path_ns = 0.55
register_to_register_path_depth = 11
critical_path_required_ns = 6.37
critical_path_buf_inv_count = 4
crit-reg2reg-launch = pre_LS$_DFF_P_
timing.rr.end = D[7]$_SDFFCE_PN0P_
critical_path_class = in -> reg
critical_path_peak_fanout = 36
cp_cell_sequence = clkdlybuf4s50_1, nand2b_1, buf_4, nand2_1, inv_1, ha_1, inv_1, ha_1, nand3b_1, and3_1, a21oi_1, nor2_1
cp-end-kind = flop
critPathArrivalTime_ns = 4.00
path_delay_family = buffers and inverters
critPathLaunchType = input pin
cp_slowest_cell = sky130_fd_sc_hd__clkdlybuf4s50_1

[power_and_ir_drop]
p_int_mw = 0.7303
proportion_of_power_drawn_by_flip_flops_and_latches_pct = 41.1
p_sw_share_pct = 28.24
power_frac_comb_pct = 22.8
power_density_cells_nw_per_um2 = 240.8
vdd.ir_drop.worst_v = 0.0001607
netSwitchingPower_mw = 0.2874
power.leakage_nw = 1.846
clockPowerShare_pct = 36.1

[global_routing]
grt.overflow.total = 0
antenna_found_initial = 0
pin_count_of_the_biggest_net_entering_global_routing = 37
grt_usage_pct = 18.52
grt_pass1_wl_um = 10870
grt_pass1_vias = 2371

[timing]
layout_worst_path_cycle_share_pct = 62.50
post-route-min-period_ns = 3.937
drv_slew = 0
fin_tns_setup_ns = 0
relSlewSlack_pct = 64.04
clock-skew-final_ns = 0.01247
setup_viol = 0
finalHoldViolCount = 0
final.setup.worst_slack_ns = 2.363
rsz_0062_raised_after_global_routing = false
number_of_unconstrained_endpoints = 17
worst-slew-pin-transition_ns = 0.5370
unclocked_pins = 14
fmaxAchievable_ghz = 0.2540

[routing]
drt_drc_violations_left = 0
totalWireLength_um = 6320
vias = 2531
detail_route.first_pass.iterations = 4
via_per_inst = 4.992
drt_iter0_drc = 41
number_of_antenna_diodes = 0
routed_wire_length_per_instance_um = 12.47
antenna_left = 0

[placed_design]
dpl.hpwl_um = 4655
portbufs = 31
placement.setup.worst_slack_ns = 2.045
finalWeightedCongestion = 0.8040

[worst_hold_path]
hold_start = counter_clk1[0]$_SDFF_PN0_
min_delay_worst_endpoint = counter_clk1[0]$_SDFF_PN0_
whs_path_depth = 1
hold_class = reg -> reg

[cells_and_area]
synthToLayoutAreaGrowth_pct = 15.76
fill_cells = 602
drive_above_1_share_pct = 7.786

[status]
outcome = complete, no violations

[clock_network]
worst_setup_hold_path_clk_slew_ns = 0.07
root_cell_of_the_clock_tree = sky130_fd_sc_hd__clkbuf_8
cts.repair_timing.setup_buffer_count = 0
cts_hold_buf = 0
post_cts.resized_instances = 0
insertion_delay_ns = 0.33
tritoncts_clock_tree = built
clockBufferDepth = 2
cts_made_buffers = 9
clock_tree.htree_level_count = 3

[flow_run]
stage_log_warnings = 34
max_cap_viol_count = 0
==> metrics by stage <==
step	cell area, um2	instances	util, %	power, mW	hold WS (ns)
after floorplan	3655	373	-	0.5968	0.4365
after global placement	4006	491	58.01	0.6552	0.4593
after detailed placement	4006	491	58.01	0.6577	0.4642
after CTS	4227	507	61.20	1.030	0.4806
after global routing	4227	507	61.20	1.081	0.5347
final	4227	507	61.20	1.018	0.4768
==> flip-flops by register name (all words and copies together) (netlist names) <==
signal,count
buff_2,8
buff_3,8
pre_Flag_T,1
Dir,1
clk1,1
Flag_full,1
pinout,1
counter_clk1,8
buff_1,8
pre_LS,1
N_buff,3
pre_WR,1
buff_4,8
Flag_T,1
count_T,4
acc,8
D,8
==> power by group through the flow <==
stage	combinational [mW]	sequential (mW)	clock (mW)
5_1_grt	0.263	0.422	0.395
6_report	0.232	0.419	0.367
4_1_cts	0.232	0.419	0.379
==> metal layers <==
metal | global-route usage, % | vias to the layer above | share of wire (%)
li1 | - | 1383 | -
met4 | 2.235 | 0 | 1.6
met1 | 29.05 | 1110 | 52
met5 | 0 | - | 0
met3 | 3.269 | 11 | 2.6
met2 | 28.91 | 27 | 44
==> logic make-up (layout without fill, tap and decap cells) <==
family,after synthesis,after routing,synth area share [%]
mux,32,32,8.944
other cells,1,2,0.1027
compound gates,74,74,11.82
xor+xnor,17,17,4.078
fa+ha+maj,30,30,10.69
flops,71,71,41.95
simple gates,113,113,17.38
buf+inv,34,72,5.037
==> Yosys cell counts (2+ instances only) <==
| master | instances | area share [%] |
|---|---|---|
| sky130_fd_sc_hd__a31oi_1 | 4 | 0.69 |
| sky130_fd_sc_hd__nand2b_1 | 5 | 0.86 |
| sky130_fd_sc_hd__ha_1 | 28 | 9.6 |
| sky130_fd_sc_hd__o21a_1 | 2 | 0.41 |
| sky130_fd_sc_hd__buf_12 | 2 | 1.1 |
| sky130_fd_sc_hd__a211oi_1 | 3 | 0.62 |
| sky130_fd_sc_hd__and3_1 | 33 | 5.7 |
| sky130_fd_sc_hd__clkbuf_1 | 4 | 0.41 |
| sky130_fd_sc_hd__xor2_1 | 6 | 1.4 |
| sky130_fd_sc_hd__nand3b_1 | 3 | 0.62 |
| sky130_fd_sc_hd__buf_6 | 2 | 0.62 |
| sky130_fd_sc_hd__xnor2_1 | 11 | 2.6 |
| sky130_fd_sc_hd__dfxtp_1 | 60 | 33 |
| sky130_fd_sc_hd__nor2_1 | 35 | 3.6 |
| sky130_fd_sc_hd__o211ai_1 | 2 | 0.41 |
| sky130_fd_sc_hd__nor2b_1 | 3 | 0.51 |
| sky130_fd_sc_hd__nand4_1 | 2 | 0.34 |
| sky130_fd_sc_hd__o21ai_0 | 8 | 1.1 |
| sky130_fd_sc_hd__mux2i_1 | 27 | 7.4 |
| sky130_fd_sc_hd__a21oi_1 | 43 | 5.9 |
| sky130_fd_sc_hd__mux2_2 | 5 | 1.5 |
| sky130_fd_sc_hd__nor3b_1 | 2 | 0.41 |
| sky130_fd_sc_hd__o22a_1 | 2 | 0.48 |
| sky130_fd_sc_hd__nand3_1 | 4 | 0.55 |
| sky130_fd_sc_hd__nand4b_1 | 2 | 0.48 |
| sky130_fd_sc_hd__nand2_1 | 14 | 1.4 |
| sky130_fd_sc_hd__inv_1 | 23 | 2.4 |
| sky130_fd_sc_hd__edfxtp_1 | 11 | 9.0 |
| sky130_fd_sc_hd__a21o_1 | 4 | 0.82 |
| sky130_fd_sc_hd__fa_1 | 2 | 1.1 |
| sky130_fd_sc_hd__nor3b_2 | 4 | 1.4 |
==> worst max path at each step <==
stage / startpoint / cells past startpoint / to
finish: LS / 12 / D[7]$_SDFFCE_PN0P_
CTS: LS / 12 / D[7]$_SDFFCE_PN0P_
global route: LS / 12 / D[7]$_SDFFCE_PN0P_
==> cell usage in the layout, fill, tap and decap left out, drive strengths merged, types with 10 or more instances in the layout <==
cell type / n
dfxtp: 60
clkdlybuf4s50: 31
clkbuf: 10
nand2: 15
ha: 28
nor2: 35
inv: 26
mux2i: 27
xnor2: 11
a21oi: 43
and3: 33
edfxtp: 11
==> cell type report <==
| class | count | area [um2] | area share, % |
|---|---|---|---|
| Multi-Input combinational cell | 268 | 1939 | 45.89 |
| Sequential cell | 71 | 1531 | 36.23 |
| Timing Repair Buffer | 32 | 317.8 | 7.519 |
| Clock buffer | 10 | 148.9 | 3.523 |
| Tap cell | 96 | 120.1 | 2.842 |
| Inverter | 24 | 97.59 | 2.309 |
| Clock inverter | 6 | 71.32 | 1.687 |
Power figures rest on the tool's default switching activity, not on a simulated workload.
